==> design.v <==
`default_nettype none
module ecliptic_rounder
  (
   input wire [33:0]   src,
   input wire [1:0]    rm,
   output logic [31:0] res,
   output logic        inexact
   );
endmodule
module ecliptic_converter_to_word
  (
   input wire          clk,
   input wire          req,
   input wire [31:0]   src,
   input wire [1:0]    rm,
   input wire          res_unsigned,
   output logic        ack,
   output logic [31:0] res,
   output logic        invalid,
   output logic        inexact,
   input wire          nrst
   );
  logic                signflag;
  logic [7:0]          exponent;
  logic [23:0]         mantissa;
  logic [31:0]         res_n;
  logic                NaN;  
  logic                OoR;  
  logic                pInf;  
  logic                nInf;  
  always_comb begin
    signflag = (res_unsigned) ? 'b0 : src[31];
    NaN = (&src[30:23]) & (|src[22:0]);
    pInf = ~src[31] & (&src[30:23]) & ~(|src[22:0]);
    nInf =  src[31] & (&src[30:23]) & ~(|src[22:0]);
    exponent = src[30:23] - 'd127;
    mantissa = {1'b1, src[22:0]};
    if (exponent > 'd23) begin
      mantissa = mantissa << (exponent - 'd23);
    end else begin
      mantissa = mantissa >> ('d23 - exponent);
    end
    if (signflag) begin
      res_n = -mantissa;
    end else begin
      res_n = mantissa;
    end
  end
  always_ff @(posedge clk) begin
    if (~nrst) begin
      ack <= '0;
      res <= '0;
      invalid <= '0;
      inexact <= '0;
    end else begin
      if (req) begin
        ack <= 'b1;
        if (pInf | NaN) begin
          res <= 32'h7FFF_FFFF;;
        end else if (nInf) begin
          res <= 32'hFFFF_FFFF;;
        end else begin
          res <= res_n;
        end
        invalid <= NaN | OoR | nInf | pInf;
        inexact <= '0;  
      end else begin
        ack <= '0;
        res <= '0;
        invalid <= '0;
        inexact <= '0;
      end
    end
  end
endmodule
module ecliptic_converter_to_float
  (
   input wire          clk,
   input wire          req,
   input wire [31:0]   src,
   input wire [1:0]    rm,
   input wire          src_unsigned,
   output logic        ack,
   output logic [31:0] res,
   output logic        inexact,
   input wire          nrst
   );
  logic                signflag;
  logic [7:0]          exponent;
  logic [22:0]         mantissa;
  logic [31:0]         src_abs;
  always_comb begin
    signflag = (src_unsigned) ? 'b0 : src[$high(src)];
    if (signflag) begin
      src_abs = -src;
    end else begin
      src_abs = src;
    end
    exponent = '0;
    for (int i = 30; i >= 0; i--) begin
      if (src_abs[i]) begin
        exponent = i;
        break;
      end
    end
    if (src_unsigned & src_abs[$high(src_abs)]) begin
      exponent = 31;
    end
    if (exponent > 'd23) begin
      mantissa = src_abs >> (exponent - 'd23);
    end else begin
      mantissa = src_abs << ('d23 - exponent);
    end
    exponent = exponent + 'd127;
  end
  always_ff @(posedge clk) begin
    if (~nrst) begin
      ack <= '0;
      res <= '0;
      inexact <= '0;
    end else begin
      if (req) begin
        ack <= 'b1;
        res <= {signflag, exponent, mantissa};
        inexact <= '0;  
      end else begin
        ack <= '0;
        res <= '0;
        inexact <= '0;
      end
    end
  end
endmodule
`default_nettype wire
==> run.sh <==
#!/bin/bash
# OpenROAD 26Q1-2900-gdf79404cd8, Yosys 0.63+post, stock flow scripts
make -C /OpenROAD-flow-scripts/flow DESIGN_CONFIG=/design/flow/config.mk WORK_HOME=/design/flow/orfs finish
==> config.mk <==
export PLATFORM = sky130hd
export DESIGN_NAME = ecliptic_converter_to_float
export DESIGN_NICKNAME = ecliptic_converter_to_float
export VERILOG_FILES = /design/flow/design.v
export SDC_FILE = /design/flow/constraint.sdc
export NUM_CORES = 4
export LEC_CHECK = 1
export CORE_UTILIZATION = 40
export SYNTH_HDL_FRONTEND = slang
==> constraint.sdc <==
current_design ecliptic_converter_to_float

set clk_period 24.5
set clk_io_pct 0.2

create_clock -name clk0 -period $clk_period [get_ports {clk}]

set non_clock_inputs [all_inputs -no_clocks]
set_input_delay [expr $clk_period * $clk_io_pct] -clock clk0 $non_clock_inputs
set_output_delay [expr $clk_period * $clk_io_pct] -clock clk0 [all_outputs]
==> flow_summary.json <==
{
  "synth_stat.cells": 873,
  "grt_pass1_wl_um": 37200,
  "grt_pass1_vias": 6384,
  "fin_crit_ns": 11.97,
  "fin_crit_sh_pct": 48.8,
  "postCtsSetupRepairBufs": 0,
  "crit_top_cell": "mux2i_1",
  "wl_um": 23500,
  "cts_root_buffer": "clkbuf_16",
  "final_max_slew_viol_count": 0,
  "diodes": 0,
  "p_leak_nw": 2.69,
  "finalHoldViolCount": 0,
  "end_kind": "flop",
  "ys_types": 101,
  "crit_required_ns": 24.66,
  "overflow": 0,
  "worstPathArrival_ns": 12.12,
  "ff_type": "dfxtp_1",
  "dieWidth_um": 132,
  "rsz0062_at_grt": "no",
  "io_pins": 72,
  "dp_hpwl_um": 18100,
  "max_slew_margin_pct": 44.6,
  "die_height_um": 132,
  "firstDrtPassIters": 5,
  "warnings": 31,
  "synth-edff-count": 0,
  "ir_drop_uv": 37.3,
  "rows": 47,
  "drc": 0,
  "grt_usage_pct": 27.5,
  "avgViaCountPerCell": 6.38,
  "cp_slowest_cell": "clkdlybuf4s50_1",
  "synth_area_per_cell_um2": 7.72,
  "worst_slew_pin_slew_ns": 0.827,
  "cp_num_buf_inv": 5,
  "grt_antenna_before_repair": 0,
  "cellPowerDensity_nw_per_um2": 46.8,
  "area_delta_synth_final_pct": 12.3,
  "p_total_mw": 0.354,
  "synth_chip_area_um2": 6740,
  "crit_path_max_fanout": 46,
  "crit_path_start_kind": "input port",
  "fp.coreArea_um2": 16500,
  "cts_tree": "built",
  "hold_path_class": "in2reg",
  "area_leaders": "mux2i_1 14%, dfxtp_1 9.8%, mux4_2 6.7%, nor2_1 4.8%, nand2_1 3.7%",
  "path_clk_slew_ns": 0.05,
  "clock_path_buffers": 2,
  "finalSetupViolations": 0,
  "vias": 7112,
  "place_ws_ns": 12.41,
  "worst_slack_ns": 12.53,
  "drive_above_1_share_pct": 11.7,
  "htreeDepth": 2,
  "fp-utilization_pct": 40.8,
  "ys_seq_share_pct": 9.80,
  "yosysWarnings": 0,
  "cts_sinks": 33,
  "critPathTopFamily": "AND-OR/OR-AND gates",
  "ant_nets": 0,
  "yosys.area.top_type_share_pct": 13.5,
  "maxCapViolations": 0,
  "max_stage_delay_ns": 0.77,
  "synthArstFlopShare_pct": 0,
  "finalSetupTns_ns": 0,
  "wl_per_cell_um": 21.1,
  "cts_buffers": 5,
  "holdBufCountCts": 0,
  "common_cells": "91 x mux2i_1, 87 x nor2_1, 66 x nand2_1, 35 x nor3_1, 34 x o21ai_0",
  "fin_util_pct": 45.8,
  "largest_area_cell": "mux2i_1",
  "syn_inst": 873,
  "max_freq_ghz": 0.0836,
  "ctsResizeCount": 0,
  "critical_path_class": "in2reg",
  "ys.flops": 33,
  "grt_max_degree": 47,
  "syn_area_um2": 6740,
  "status": "complete, no violations",
  "port_buffers": 68,
  "crit_path_cell_trace": "clkdlybuf4s50_1 -> inv_1 -> ha_1 -> nor4b_4 -> buf_4 -> a31oi_1 -> xor2_1 -> o21ai_1 -> a2111oi_2 -> nand2_2 -> o211ai_1 -> o21ai_4 -> buf_4 -> ha_1 -> or4_1 -> a211oi_1 -> nor4_4 -> buf_4 -> mux2i_1 -> mux2i_1 -> mux2i_1 -> mux2i_1 -> nor4b_1 -> or3_1",
  "dieArea_um2": 17400,
  "yosysMostFrequentCell": "mux2i_1",
  "gp_routability_congestion": 1.00,
  "drtIter0Drc": 569
}
==> path summary, 6_finish.rpt <==
check | startpoint | to | slack, ns | cells after the start
worst max-delay path | src[0] | res[10] | 12.53 | 24
worst min-delay path | nrst | res[13] | 5.69 | 3
==> registers in the layout, summed over array words and instances, names as in the netlist <==
signal  cells
res        32
ack         1
==> cells by family after synthesis <==
logic type | share of synthesized area, %
other | 0.0556
AOI/OAI and AO/OA | 25.4
buffers and inverters | 7.46
muxes | 23.4
and+or+nand+nor | 26.1
adders and majority gates | 1.49
DFF | 9.80
xor gates and xnor gates | 6.31
==> area by class of cell <==
type                       count  area, um2
timing repair buffer          87        823
clock buffer                   7        153
fill                        1653       8960
sequential                    33        661
tap                          220        275
multi-input combinational    750       5580
inverter                      16       67.6
clock inverter                 1       5.00
==> routing by layer <==
metal / up-vias / global-route usage (%) / wire [um]
met5: - / 0 / 0
met4: 0 / 8.40 / 873
met3: 53 / 2.87 / 1310
met2: 293 / 43.1 / 10700
met1: 3361 / 40.2 / 10600
li1: 3405 / - / -
==> power breakdown <==
part	total, mW	switching [mW]	internal, mW
sequential	0.0612	0.00132	0.0599
combinational	0.229	0.135	0.0940
clock	0.0643	0.0214	0.0429
==> per-stage QoR <==
| stage | hold WS, ns | area (um2) | cells |
|---|---|---|---|
| 4_1_cts | 5.69 | 7570 | 1114 |
| 3_5_place_dp | 5.55 | 7410 | 1106 |
| 2_1_floorplan | 5.16 | 6740 | 873 |
| 3_3_place_gp | 5.55 | 7410 | 1106 |
| 6_report | 5.69 | 7570 | 1114 |
| 5_1_grt | 5.74 | 7570 | 1114 |
==> placed cells by master (no fill, tap or decap), types with 21 or more instances in the layout <==
master	netlist	routed
xnor2_1	21	21
nand2_1	66	66
mux2i_1	91	91
nor2_1	87	87
dfxtp_1	33	33
o21ai_0	34	34
a21oi_1	33	33
nor3_1	35	35
nand3_1	32	32
clkdlybuf4s50_1	0	68
No activity file was given, so power comes from the tool's default toggle rates.
