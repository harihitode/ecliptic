===== config.mk =====
export PLATFORM = sky130hd
export DESIGN_NAME = ecliptic_comparison
export DESIGN_NICKNAME = ecliptic_comparison
export VERILOG_FILES = /design/flow/design.v
export SDC_FILE = /design/flow/constraint.sdc
export NUM_CORES = 4
export LEC_CHECK = 1
export CORE_UTILIZATION = 50
export SYNTH_HDL_FRONTEND = slang

===== constraint.sdc =====
current_design ecliptic_comparison

set clk_period 6.3
set clk_io_pct 0.2

create_clock -name clk0 -period $clk_period [get_ports {clk}]

set non_clock_inputs [all_inputs -no_clocks]
set_input_delay [expr $clk_period * $clk_io_pct] -clock clk0 $non_clock_inputs
set_output_delay [expr $clk_period * $clk_io_pct] -clock clk0 [all_outputs]

===== design.v =====
`default_nettype none
module ecliptic_comparison
  (
   input wire          clk,
   input wire [31:0]   src1,
   input wire [31:0]   src2,
   input wire          req,
   input wire [2:0]    op,
   output logic [31:0] res,
   output logic        invalid,
   output logic        ack,
   input wire          nrst
   );
  logic                nan_src1, nan_src2;
  logic                snan_src1, snan_src2;
  logic [31:0]         min_n, max_n;
  logic                lt_n, eq_n, le_n;
  always_comb begin: fp_comparison_min_max
    nan_src1 = (&src1[30:23]) | (|src1[22:0]);
    nan_src2 = (&src2[30:23]) | (|src2[22:0]);
    snan_src1 = (&src1[30:23]) & ~src1[22] & (|src1[21:0]);
    snan_src2 = (&src2[30:23]) & ~src2[22] & (|src2[21:0]);
    if (nan_src1 & nan_src2) begin
      min_n = 32'h7fc00000;
      max_n = 32'h7fc00000;
      lt_n = '0;
    end else if (nan_src1) begin
      min_n = src2;
      max_n = src2;
      lt_n = '0;
    end else if (nan_src2) begin
      min_n = src1;
      max_n = src1;
      lt_n = '0;
    end else begin
      case ({src1[$high(src1)], src2[$high(src2)]})
        2'b00, 2'b11: begin
          if (src1[30:23] == src2[30:23]) begin
            if (src1[22:0] < src2[22:0]) begin
              min_n = (src1[31]) ? src2 : src1;
              max_n = (src1[31]) ? src1 : src2;
              lt_n = (src1[31]) ? 'b0 : 'b1;
            end else begin
              min_n = (src1[31]) ? src1 : src2;
              max_n = (src1[31]) ? src2 : src1;
              lt_n = (src1[31]) ? 'b1 : 'b0;
            end
          end else begin
            if (src1[30:23] < src2[30:23]) begin
              min_n = (src1[31]) ? src2 : src1;
              max_n = (src1[31]) ? src1 : src2;
              lt_n = (src1[31]) ? 'b0 : 'b1;
            end else begin
              min_n = (src1[31]) ? src1 : src2;
              max_n = (src1[31]) ? src2 : src1;
              lt_n = (src1[31]) ? 'b1 : 'b0;
            end
          end
        end
        2'b01: begin
          min_n = src2;
          max_n = src1;
          lt_n = 'b0;
        end
        2'b10: begin
          min_n = src1;
          max_n = src2;
          lt_n = 'b1;
        end
      endcase
    end
    if (nan_src1 | nan_src2) begin
      eq_n = '0;
    end else begin
      if (~(|src1[30:0]) & ~(|src2[30:0])) begin: corner_case_zero
        eq_n = 'b1;
      end else if (~|(src1 ^ src2)) begin
        eq_n = 'b1;
      end else begin
        eq_n = 'b0;
      end
    end
  end
  always_ff @(posedge clk) begin
    if (~nrst) begin
      res <= '0;
      ack <= '0;
      invalid <= '0;
    end else begin
      if (req) begin
        case (op)
          3'b000: res <= {31'd0, le_n | eq_n};
          3'b001: res <= {31'd0, lt_n};
          3'b010: res <= {31'd0, eq_n};
          3'b100: res <= min_n;
          3'b101: res <= max_n;
          default: res <= '0;
        endcase
        ack <= 'b1;
        if (op == 3'b000 || op == 3'b001) begin
          invalid <= nan_src1 | nan_src2;
        end else if (op == 3'b010) begin
          invalid <= snan_src1 | snan_src2;
        end else if (op == 3'b100 || op == 3'b101) begin
          invalid <= snan_src1 | snan_src2;
        end else begin
          invalid <= '0;
        end
      end else begin
        res <= '0;
        ack <= '0;
        invalid <= '0;
      end
    end
  end
endmodule
`default_nettype wire

===== run.sh =====
#!/bin/bash
# OpenROAD 26Q1-2900-gdf79404cd8, Yosys 0.63+post, stock flow scripts
make -C /OpenROAD-flow-scripts/flow DESIGN_CONFIG=/design/flow/config.mk WORK_HOME=/design/flow/orfs finish

==> reports/qor.yml <==
cell_type_group_with_the_largest_total_delay_on_the_critical_path: "AND-OR/OR-AND gates"
worst-setup-path-type: "in -> reg"
crit_path_end_kind: "flip-flop"
clk_path_buf_depth: 2
maximum_number_of_pins_on_one_net_before_global_route_repair: 28
design.die.area_um2: 7000
post-dp-hpwl_um: 7528
hold_vio_cnt_final: 0
setup.worst_path.end: "res[30]"
critical_path_buf_inv_count: 2
finalClockPeriodUsage: 0.6849
peak_vdd_ir_mv: 0.1405
stage_log_warnings: 30
finalWorstPathRequiredPeriod_ns: 4.315
path_depth: 11
initial_utilization: 0.5221
worst_pin_slew_ns: 0.7603
wl_per_cell_um: 16.46
worst_setup_hold_path_clk_slew_ns: 0.08
core_um2: 6386
seq_share_synth: 0.2041
postSynth.topFlopCell: "sky130_fd_sc_hd__dfxtp_1"
h-tree-depth: 2
via_count_of_the_first_global_routing_pass: 3233
aggregate_global_route_resource_usage: 0.2901
ys_cells: 420
power_density_relative_to_cell_area_nw_per_um2: 136.0
post_synth_most_frequent_cells: "sky130_fd_sc_hd__nand2_1 (44), sky130_fd_sc_hd__inv_1 (36), sky130_fd_sc_hd__ha_1 (35)"
cts_buffers: 5
dr_total_vias: 3671
area_growth_pct: 35.20
setup_ws_ns: 1.985
insertedDiodeCount: 0
met2_usage: 0.4412
busiest_layer: "met1"
first_pass_drt_iterations: 5
die_height_um: 83.67
fp.dieW_um: 83.67
synth.yosys.chip_area_um2: 3334
vias_per_cell: 6.068
top_cell_area_share: 0.2041
minimum_setup_slack_after_placement_ns: 1.711
startpoint: "src1[23]"
edf_count: 0
grt_pass1_wl_um: 16250
synth_flop_count: 34
synth.largest_area_cell: "sky130_fd_sc_hd__dfxtp_1"
synth.area.top_cells: "sky130_fd_sc_hd__dfxtp_1 (20%), sky130_fd_sc_hd__ha_1 (13%), sky130_fd_sc_hd__nand2_1 (5.0%), sky130_fd_sc_hd__a21oi_1 (4.2%), sky130_fd_sc_hd__inv_1 (4.1%)"
status: "completed"
postSynthAreaPerCell_um2: 7.939
slew_headroom: 0.4932
crit_path_start_kind: "primary input"
total_leakage_power_uw: 0.001839
place_congestion: 0.9462
setup_viol_count_final: 0
port-buffer-count: 103
yosys_warnings: 1
overflow: 0
syn-cell-area_um2: 3334
cts_hold_repair.buffers: 0
use_met3: 0.04418
critical_path_required_ns: 6.49
critical_path.slowest_cell: "sky130_fd_sc_hd__clkdlybuf4s50_1"
final_max_slew_viol_count: 0
holdCritPathClass: "in -> reg"
crit_path_max_fanout: 16
achievable-frequency_ghz: 0.2318
final_layout_size_suffix_gt1_frac: 0.06439
drv.max_cap_violation_count: 0
post-synth-top-count-cell: "sky130_fd_sc_hd__nand2_1"
post_synth_num_cell_types: 70
cells_traversed_along_the_worst_timing_path: "clkdlybuf4s50_1 > inv_1 > ha_1 > nand2b_1 > a2111oi_0 > nor3_1 > o22ai_2 > o32ai_1 > mux2_2 > o21ai_0 > a31oi_1"
ys_async_sr_fraction: 0
report.power.total_uw: 613.0
grt_antenna_before_repair: 0
cts_sinks: 34
drt_first_iter_violations: 261
arrival_ns: 4.51
row_count: 29
setup-tns-final_ns: 0
postCtsSetupRepairBufs: 0
slowest_stage_delay_on_critical_path_ns: 0.65
clock_tree_root_driver_cell: "sky130_fd_sc_hd__clkbuf_8"
drt_drc_violations_left: 0
number_of_standard_cells_after_synthesis: 420
detail_route.wirelength_um: 9957
total_i_o_pin_count: 104
rsz0062_at_grt: "false"
antenna_left: 0
fillers: 507
clock_tree_from_tritoncts: "built"
post_cts_resized: 0
groute.layer.met1.usage: 0.4455
## layout make-up
cell class,instances,area (um^2),area share
clock buffer,6,82.58,0.01832
multi-input combinational,344,2447,0.5429
inverter,36,135.1,0.02998
clock inverter,2,12.51,0.002775
timing repair buffer,106,1054,0.2337
tap,77,96.34,0.02137
sequential,34,680.7,0.1510
## kinds of logic after synthesis
family          share of synthesized area
flops                              0.2041
fa+ha+maj                          0.1343
other cells                      0.001125
mux                               0.04953
simple gates                       0.1996
compound gates                     0.3268
buf+inv                           0.08442
## cells in the final DEF (no fill, tap or decap), types with 4 or more instances in the layout
| cell type | synthesis | final |
|---|---|---|
| sky130_fd_sc_hd__clkdlybuf4s50_1 | 0 | 103 |
| sky130_fd_sc_hd__nand2_1 | 44 | 44 |
| sky130_fd_sc_hd__inv_1 | 36 | 36 |
| sky130_fd_sc_hd__ha_1 | 35 | 35 |
| sky130_fd_sc_hd__dfxtp_1 | 34 | 34 |
| sky130_fd_sc_hd__a21oi_1 | 28 | 28 |
| sky130_fd_sc_hd__conb_1 | 1 | 21 |
| sky130_fd_sc_hd__a22oi_1 | 16 | 16 |
| sky130_fd_sc_hd__nor2_1 | 15 | 15 |
| sky130_fd_sc_hd__nor4_1 | 15 | 15 |
| sky130_fd_sc_hd__nand4_1 | 14 | 14 |
| sky130_fd_sc_hd__a21o_1 | 12 | 12 |
| sky130_fd_sc_hd__mux2i_1 | 12 | 12 |
| sky130_fd_sc_hd__a311oi_1 | 12 | 12 |
| sky130_fd_sc_hd__o21ai_0 | 10 | 10 |
| sky130_fd_sc_hd__o22ai_1 | 10 | 10 |
| sky130_fd_sc_hd__o211ai_1 | 7 | 7 |
| sky130_fd_sc_hd__o32ai_1 | 7 | 7 |
| sky130_fd_sc_hd__o32a_1 | 7 | 7 |
| sky130_fd_sc_hd__nand3_1 | 6 | 6 |
| sky130_fd_sc_hd__o21ai_2 | 6 | 6 |
| sky130_fd_sc_hd__a21boi_0 | 6 | 6 |
| sky130_fd_sc_hd__clkbuf_8 | 1 | 6 |
| sky130_fd_sc_hd__nor3_1 | 4 | 4 |
| sky130_fd_sc_hd__nor3b_1 | 4 | 4 |
## stage by stage
step / instances / cell area [um^2] / util / hold slack, ns
2_1_floorplan: 440 / 3410 / - / 1.402
3_3_place_gp: 597 / 4413 / 0.6910 / 1.873
3_5_place_dp: 597 / 4413 / 0.6910 / 1.877
4_1_cts: 605 / 4508 / 0.7059 / 1.580
5_1_grt: 605 / 4508 / 0.7059 / 1.617
6_report: 605 / 4508 / 0.7059 / 1.578
## power by group
part | internal [uW] | switching, uW | leakage (uW)
Clock | 87.8 | 85.1 | 0.0000472
Combinational | 105 | 108 | 0.00151
Sequential | 224 | 2.44 | 0.000283
## per-layer routing
layer / share of wire / wire (um)
met1: 0.46 / 4598
met2: 0.43 / 4314
met3: 0.083 / 830
met4: 0.021 / 214
met5: 0 / 0
## worst min path at each step
| stage | slack (ns) | end | from | cells after the start |
|---|---|---|---|---|
| after CTS | 1.58 | res[0] | req | 3 |
| final | 1.58 | res[0] | nrst | 3 |
| after global routing | 1.62 | res[0] | nrst | 3 |
## registers in the layout (all words and copies together), names as in the netlist
register / count
ack: 1
res: 32
invalid: 1
Power and IR drop assume default switching activity.
